[flow/design.v]
module synchronizer(
    input  logic       clk,
    input  logic [3:0] d,
    output logic [3:0] q
);
    logic [3:0] buffer_1; 
	logic [3:0] buffer_2;
    always_ff @(posedge clk)
        begin
            buffer_1 <= d;
            buffer_2 <= buffer_1;
            q <= buffer_2;
        end
endmodule
module keypad_scanner(
    input  logic 	   clk, 
	input  logic 	   reset,
    input  logic [3:0] row,
	output logic       en,
    output logic [3:0] col, 
	output logic [3:0] binary_hex_value
);
	typedef enum logic [23:0]{
	S0 =  24'b000000000000000000000001,
	S1 =  24'b000000000000000000000010, 
	S2 =  24'b000000000000000000000100, 
	S3 =  24'b000000000000000000001000, 
	S4 =  24'b000000000000000000010000, 
	S5 =  24'b000000000000000000100000, 
	S6 =  24'b000000000000000001000000, 
	S7 =  24'b000000000000000010000000, 
	S8 =  24'b000000000000000100000000, 
	S9 =  24'b000000000000001000000000, 
	S10 = 24'b000000000000010000000000, 
	S11 = 24'b000000000000100000000000, 
	S12 = 24'b000000000001000000000000, 
	S13 = 24'b000000000010000000000000, 
	S14 = 24'b000000000100000000000000, 
	S15 = 24'b000000001000000000000000, 
	S16 = 24'b000000010000000000000000, 
	S17 = 24'b000000100000000000000000, 
	S18 = 24'b000001000000000000000000, 
	S19 = 24'b000010000000000000000000,
	S20 = 24'b000100000000000000000000, 
	S21 = 24'b001000000000000000000000, 
	S22 = 24'b010000000000000000000000, 
	S23 = 24'b100000000000000000000000
	} statetype;
    statetype state, nextstate;
    always_ff @ (posedge clk)
        if (reset == 0) state <= S1;
        else state <= nextstate;
    always_comb
        case (state)
            S1: 
				if (row == 4'b1110) nextstate = S2;
                else if (row == 4'b1101) nextstate = S3;
                else if (row == 4'b1011) nextstate = S4;
                else if (row == 4'b0111) nextstate = S5;
                else nextstate = S6;
                S2: nextstate = S0;
                S3: nextstate = S0;
                S4: nextstate = S0;
                S5: nextstate = S0;
            S6: 
				if (row == 4'b1110) nextstate = S7;
                else if (row == 4'b1101) nextstate = S8;
                else if (row == 4'b1011) nextstate = S9;
                else if (row == 4'b0111) nextstate = S10;
                else nextstate = S11;
                S7: nextstate = S21;
                S8: nextstate = S21;
                S9: nextstate = S21;
                S10: nextstate = S21;
            S11: 
				 if (row == 4'b1110) nextstate = S12;
                 else if (row == 4'b1101) nextstate = S13;
                 else if (row == 4'b1011) nextstate = S14;
                 else if (row == 4'b0111) nextstate = S15;
                 else nextstate = S16;
                 S12: nextstate = S22;
                 S13: nextstate = S22;
                 S14: nextstate = S22;
                 S15: nextstate = S22;
            S16: 
				 if (row == 4'b1110) nextstate = S17;
                 else if (row == 4'b1101) nextstate = S18;
                 else if (row == 4'b1011) nextstate = S19;
                 else if (row == 4'b0111) nextstate = S20;
                 else nextstate = S1;
                 S17: nextstate = S23;
                 S18: nextstate = S23;
                 S19: nextstate = S23;
                 S20: nextstate = S23;
            S0: if (row == 4'b1111) nextstate = S1;
                else nextstate = S0;
            S21: if (row == 4'b1111) nextstate = S1;
                 else nextstate = S21;
            S22: if (row == 4'b1111) nextstate = S1;
                 else nextstate = S22;
            S23: if (row == 4'b1111) nextstate = S1;
                 else nextstate = S23;
            default: nextstate = S1;
    endcase
    always_comb
        case(state)
            S1:  col = 4'b1101;
            S2:  col = 4'b1101;
            S3:  col = 4'b1101;
            S4:  col = 4'b1101;
            S5:  col = 4'b1101;
            S0:  col = 4'b0000;
            S6:  col = 4'b1011;
            S7:  col = 4'b1011;
            S8:  col = 4'b1011;
            S9:  col = 4'b1011;
            S10: col = 4'b1011;
            S21: col = 4'b0000;
            S11: col = 4'b0111;
            S12: col = 4'b0111;
            S13: col = 4'b0111;
            S14: col = 4'b0111;
            S15: col = 4'b0111;
            S22: col = 4'b0000;
            S16: col = 4'b1110;
            S17: col = 4'b1110;
            S18: col = 4'b1110;
            S19: col = 4'b1110;
            S20: col = 4'b1110;
            S23: col = 4'b0000;
            default: col = 4'b1111;
        endcase
        always_comb
            case (state)
                S2:  binary_hex_value = 4'b0010;  
                S3:  binary_hex_value = 4'b0101;  
                S4:  binary_hex_value = 4'b1000;  
                S5:  binary_hex_value = 4'b0000;  
                S7:  binary_hex_value = 4'b0011;  
                S8:  binary_hex_value = 4'b0110;  
                S9:  binary_hex_value = 4'b1001;  
                S10: binary_hex_value = 4'b1111;  
                S12: binary_hex_value = 4'b1010;  
                S13: binary_hex_value = 4'b1011;  
                S14: binary_hex_value = 4'b1100;  
                S15: binary_hex_value = 4'b1101;  
                S17: binary_hex_value = 4'b0001;  
                S18: binary_hex_value = 4'b0100;  
                S19: binary_hex_value = 4'b0111;  
                S20: binary_hex_value = 4'b1110;  
                default: binary_hex_value = 4'b0000;
            endcase
        always_comb
            case (state)
                S2:  en = 1;
                S3:  en = 1;
                S4:  en = 1;
                S5:  en = 1;
                S7:  en = 1;
                S8:  en = 1;
                S9:  en = 1;
                S10: en = 1;
                S12: en = 1;
                S13: en = 1;
                S14: en = 1;
                S15: en = 1;
                S17: en = 1;
                S18: en = 1;
                S19: en = 1;
                S20: en = 1;
                default: en = 0;
            endcase
endmodule
module hex_digit(
    input  logic       clk, 
	input  logic       reset, 
	input  logic       en,
    input  logic [3:0] binary_hex_number,
	output logic enab, disab, easter_egg_code
);
	logic [3:0] seg_a, seg_b, seg_c, seg_d, seg_e;
    always_ff @ (posedge clk)
        if (reset == 0) 
            begin
				seg_a <= 4'b0000;
				seg_b <= 4'b0000;
				seg_c <= 4'b0000;
				seg_d <= 4'b0000;
				seg_e <= 4'b0000;
            end
        else if (en) 
            begin
				seg_e <= seg_d;
				seg_d <= seg_c;
				seg_c <= seg_b;
                seg_b <= seg_a;
                seg_a <= binary_hex_number;
            end
			assign enab = ((seg_e == 4'b0000) & (seg_d == 4'b0001) & (seg_c == 4'b0010) & (seg_b == 4'b0011) & (seg_a == 4'b1111));
			assign disab = ((seg_e == 4'b1000) & (seg_d == 4'b1001) & (seg_c == 4'b1010) & (seg_b == 4'b1011) & (seg_a == 4'b1111));
			assign easter_egg_code = ((seg_e == 4'b0101) & (seg_d == 4'b0010) & (seg_c == 4'b0100) & (seg_b == 4'b0110) & (seg_a == 4'b1111));
endmodule
module dig_check(
	input logic clk, reset, enab_code, disab_code,
	output logic enab, disab
	);
	typedef enum logic [1:0] {S0, S1} statetype;
	statetype state, nextstate;
		always_ff @ (posedge clk)
		if (reset == 0) state <= S0;
		else state <= nextstate;
	always_comb
		case (state)
			S0: if (enab_code) nextstate = S1;
				else nextstate = S0;
			S1: if (disab_code) nextstate = S0;
				else nextstate = S1;
			default: nextstate = S0;
		endcase
		assign enab = (state == S1);
		assign disab = (state == S0);
	endmodule
[flow/run.sh]
#!/bin/bash
# OpenROAD 26Q1-2900-gdf79404cd8, Yosys 0.63+post, stock flow scripts
make -C /OpenROAD-flow-scripts/flow DESIGN_CONFIG=/design/flow/config.mk WORK_HOME=/design/flow/orfs finish
[flow/constraint.sdc]
current_design hex_digit

set clk_period 1.6
set clk_io_pct 0.2

create_clock -name clk0 -period $clk_period [get_ports {clk}]

set non_clock_inputs [all_inputs -no_clocks]
set_input_delay [expr $clk_period * $clk_io_pct] -clock clk0 $non_clock_inputs
set_output_delay [expr $clk_period * $clk_io_pct] -clock clk0 [all_outputs]
[flow/config.mk]
export PLATFORM = sky130hd
export DESIGN_NAME = hex_digit
export DESIGN_NICKNAME = hex_digit
export VERILOG_FILES = /design/flow/design.v
export SDC_FILE = /design/flow/constraint.sdc
export NUM_CORES = 4
export LEC_CHECK = 1
export CORE_AREA = 10 10 78 78
export DIE_AREA = 0 0 88 88
==> impl_metrics.env <==
# implementation run metrics
export IMPL_tightest_slew_ns=0.295
export IMPL_gp_congestion=0.811
export IMPL_gr_total_overflow=0
export IMPL_yosys_area_um2=851
export IMPL_fp_util_pct=19.3
export IMPL_synth_area_um2=851
export IMPL_fmax_ghz=0.455
export IMPL_wl_per_cell_um=10.9
export IMPL_synth_distinct_cells=15
export IMPL_rows=24
export IMPL_power_density_nw_per_um2=866
export IMPL_path_clk_slew_ns=0.08
export IMPL_detail_route_vias_per_cell=3.96
export IMPL_avgSynthCellArea_um2=10.9
export IMPL_critPathCapture="disab"
export IMPL_final_cell_mix="22 x buf_4, 21 x nor2b_1, 20 x mux2i_1"
export IMPL_hold_violations=0
export IMPL_port_buffers=9
export IMPL_die_w_um=88
export IMPL_run_status="finished with violations"
export IMPL_syn2layout_area_growth_pct=50.9
export IMPL_cts_buffers=3
export IMPL_slew_headroom_pct=80.2
export IMPL_antenna_found_initial=0
export IMPL_grt_usage_pct=4.55
export IMPL_skew_ns=0.00490
export IMPL_hpwlAfterDp_um=1260
export IMPL_final_util_pct=29.1
export IMPL_setup_worst_path_start_class="flop"
export IMPL_rr_worst_depth=3
export IMPL_r2r_slack_ns=0.83
export IMPL_p_leak_uw=0.000527
export IMPL_routed_wl_um=1780
export IMPL_cp_arrival_ns=1.88
export IMPL_violations="setup timing"
export IMPL_grt_pass1_wl_um=2910
export IMPL_n_antenna_cell=0
export IMPL_drt_initial_drc_count=40
export IMPL_antenna_left=0
export IMPL_dieHeight_um=88
export IMPL_finalCriticalPeriod_ns=2.20
export IMPL_critPathLaunch="seg_c[2]"
export IMPL_reg2reg_to="seg_e[0]"
export IMPL_htreeDepth=1
export IMPL_required_ns=1.28
export IMPL_cts_max_path_buffers=2
export IMPL_final_common_cell="buf_4"
export IMPL_io_pins=10
export IMPL_hold_class="reg2reg"
export IMPL_worstReg2RegStart="seg_d[0]"
export IMPL_drive_above_1_share_pct=36.6
export IMPL_pre_cts_ws_ns=-0.605
export IMPL_ctsHoldBuffers=0
export IMPL_ys_seq_share_pct=47.1
export IMPL_ys_cells=78
export IMPL_synthCells=78
export IMPL_end_kind="output port"
export IMPL_worstPathMaxFanout=2
export IMPL_dr_total_vias=650
export IMPL_synth_flops=20
export IMPL_setup_viol=3
export IMPL_tool_warnings=28
export IMPL_cts_num_sinks=20
export IMPL_grt_max_degree=21
export IMPL_rsz0062_at_grt="yes"
export IMPL_clk_latency_ns=0.26
export IMPL_finalCritPeriodShare_pct=138
export IMPL_synth_warnings=1
export IMPL_path_class="reg2out"
export IMPL_maxSlewViolCount=0
export IMPL_cts_root_buf="clkbuf_8"
export IMPL_first_global_vias=626
export IMPL_cts_tree="done"
export IMPL_ir_drop_mv=0.270
export IMPL_cap_viol_max_count=0
export IMPL_drc=0
export IMPL_layout_setup_ws_ns=-0.600
export IMPL_core_um2=4410
export IMPL_drt_pass1_iterations=3
export IMPL_die_area_um2=7740
[critical path: stages (launching register included)]
cell,delay (ns)
dfxtp_2,0.32
or4bb_1,0.49
or4_4,0.50
buf_6,0.13
nor3_2,0.08
buf_2,0.11
[cells by family (layout without fill, tap and decap cells)]
group	count (synthesis)	in the layout	share of synthesized area, %
AND/OR/NAND/NOR	34	34	27.6
buffers and inverters	4	38	1.76
multiplexers	20	20	23.5
flip-flops	20	20	47.1
[through the flow]
| step | cells | setup TNS (ns) | cell area, um^2 | total power, uW | hold slack (ns) |
|---|---|---|---|---|---|
| 5_1_grt | 164 | -1.53 | 1280 | 1150 | 0.541 |
| 3_5_place_dp | 158 | -1.48 | 1180 | 624 | 0.495 |
| 6_report | 164 | -1.32 | 1280 | 1110 | 0.523 |
| 2_1_floorplan | 78 | -0.115 | 853 | 576 | 0.473 |
| 4_1_cts | 163 | -1.42 | 1270 | 1120 | 0.520 |
| 3_3_place_gp | 158 | -1.44 | 1180 | 622 | 0.494 |
[what timing repair did]
item / CTS / global route
endpoints found under the setup margin: 3 / 3
pin swaps: 6 / 5
gates resized: 17 / 1
buffers inserted: 1 / 2
endpoints found under the hold margin: 0 / 0
[synthesized netlist by cell type, drive strengths merged]
master	count	area share, %
clkbuf	4	1.8
dfxtp	20	47
mux2i	20	24
nand2b	1	0.74
nand3b	1	0.88
nand4	2	1.5
nand4b	1	1.0
nor2	1	0.44
nor2b	21	15
nor3	1	1.2
nor4	2	1.5
nor4bb	1	1.2
or4	1	1.3
or4b	1	1.2
or4bb	1	1.3
[state kept, by name, indices dropped and copies added, names as in the netlist]
name   flops
seg_a      4
seg_e      4
seg_d      4
seg_b      4
seg_c      4
[report_power, final]
part / internal [uW] / switching (uW) / total (uW)
Combinational: 61.2 / 38.0 / 99.2
Sequential: 510 / 6.17 / 516
Clock: 334 / 162 / 496
Total: 905 / 207 / 1110
[layout make-up]
| class | count | area [um^2] |
|---|---|---|
| clock buffer | 3 | 41.3 |
| clock inverter | 1 | 30.0 |
| fill | 429 | 3130 |
| multi-input combinational | 54 | 459 |
| sequential | 20 | 405 |
| tap | 52 | 65.1 |
| timing repair buffer | 34 | 283 |
[layer usage]
metal	vias to the layer above	GRT usage, %	wire length [um]
met5	-	0	0
met4	0	0.580	5
met3	2	2.06	114
met2	8	5.89	731
met1	296	6.89	931
li1	344	-	-
[how the worst min path moves through the flow]
stage | endpoint | depth (start not counted) | startpoint
CTS | seg_e[1] | 2 | seg_e[1]
global route | seg_e[1] | 2 | seg_e[1]
finish | seg_e[1] | 2 | seg_e[1]
Power is estimated from default activity; no workload was simulated.
