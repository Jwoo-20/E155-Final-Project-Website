File: flow/run.sh
#!/bin/bash
# OpenROAD 26Q1-2900-gdf79404cd8, Yosys 0.63+post, stock flow scripts
make -C /OpenROAD-flow-scripts/flow DESIGN_CONFIG=/design/flow/config.mk WORK_HOME=/design/flow/orfs finish
File: flow/config.mk
export PLATFORM = sky130hd
export DESIGN_NAME = led_outputs
export DESIGN_NICKNAME = led_outputs
export VERILOG_FILES = /design/flow/design.v
export SDC_FILE = /design/flow/constraint.sdc
export NUM_CORES = 4
export LEC_CHECK = 1
export CORE_UTILIZATION = 50
File: flow/constraint.sdc
current_design led_outputs

set clk_period 4.7
set clk_io_pct 0.2

create_clock -name clk0 -period $clk_period [get_ports {clk}]

set non_clock_inputs [all_inputs -no_clocks]
set_input_delay [expr $clk_period * $clk_io_pct] -clock clk0 $non_clock_inputs
set_output_delay [expr $clk_period * $clk_io_pct] -clock clk0 [all_outputs]
File: flow/design.v
module led_outputs(
     input logic clk, reset, enab, disab, eegg,
	 output logic [7:0] row, col,
	 output logic eyes
	);
   logic clkslow;
   logic [4:0] frame;
   logic [28:0] counter;
   logic [63:0] doton, dotoff, dotegg, dot;
   logic [7:0] rowon, colon, rowoff, coloff, roweg, coleg;
   always_ff @(posedge clk) begin
     if(reset == 0 | reset_frames) begin 
		 counter <= 0;
		 end
     else begin    
		 counter <= counter + 1; 
   end
   end
assign clkslow = counter[23];
frames f(clk, reset, reset_frames, counter[27:23], frame);  
restart_frames rf(clk, reset, enab, disab, eegg, reset_frames);
on_disp ond(frame, doton);
off_disp ofd(frame, dotoff);
easteregg_disp eggd(frame, dotegg); 
led_tmux ltmegg(counter[14], reset, counter[16:14], dot, row, col);
out_picker op(doton, dotoff, dotegg, enab, disab, eegg, dot);
assign eyes = (dot ==  64'b1111111111111111111111111111111111111111111111111111111111111111);
endmodule
module out_picker(input logic [63:0] doton, dotoff, dotegg,
	input logic enab, disab, eegg,
	output logic [63:0] dot);
	always_comb
		if(enab) begin
			dot <= doton;
			end
		else if (disab) begin
			dot <= dotoff;
			end
		else if (eegg) begin
			dot <= dotegg;
		end
		else begin
			dot <= 0;
		end
endmodule
module restart_frames(input logic clk, reset, enab, disab, eegg,
	output logic reset_frames);
	logic [2:0] sa, sb;
	always_ff @ (posedge clk)
	begin
		if (reset == 0) begin
			sa <= 3'b000;
			sb <= 3'b000;
		end
		else begin
			sb <= sa;
			sa <= {enab, disab, eegg};
		end	
	end
	assign reset_frames = (sa != sb);
endmodule
module frames(input logic clk, reset, reset_frames,
	input logic [4:0] counter,
	output logic [4:0] frame);
typedef enum logic [4:0] {S0, S1} statetype;
	statetype state, nextstate;
		always_ff @ (posedge clk)
		begin
		if (reset == 0 | reset_frames) state <= S0;
		else state <= nextstate;
		end
	always_comb
		case (state)
			S0: if (frame == 31) nextstate = S1;
			else nextstate = S0;
			S1: nextstate = S1;
			default: nextstate = S0;
		endcase
		assign frame = (state == S1) ? 31 : counter;
endmodule
module led_tmux(input logic clk, reset,
	input logic [2:0] counter,
	input logic [63:0] dot,
	output logic [7:0] row, colo);
   logic [7:0] col;
   always_comb
		case (counter)
		0: begin 
			row = ~8'b00000001;
			col = ~dot[63:56];
			end
		1: begin 
			row = ~8'b00000010;
			col = ~dot[55:48];
			end
		2: begin 
			row = ~8'b00000100;
			col = ~dot[47:40];
			end
		3: begin 
			row = ~8'b00001000;
			col = ~dot[39:32];
			end
		4: begin 
			row = ~8'b00010000;
			col = ~dot[31:24];
			end
		5: begin 
			row = ~8'b00100000;
			col = ~dot[23:16];
			end
		6: begin 
			row = ~8'b01000000;
			col = ~dot[15:8];
			end
		7: begin 
			row = ~8'b10000000;
			col = ~dot[7:0];
			end
  endcase
  assign colo = {col[0], col[1], col[2], col[3], col[4], col[5], col[6], col[7]};
endmodule
module off_disp(	input logic [4:0] frame,
	output logic [63:0] dot
	);
	always_comb
		case (frame)
		0: dot = 64'b1111111111111111111111111111111111111111111111111111111111111111;
		1: dot = 64'b0000111111111111111111111111111111111111111111111111111111110000;
		2: dot = 64'b0000000011111111111111111111111111111111111111111111111100000000;
		3: dot = 64'b0000000011111110111111100111111001111110011111110111111100000000;
		4: dot = 64'b0000000000011110011111100111111001111110011111100111100000000000;
		5: dot = 64'b0000000000000000011111100111111001111110011111100000000000000000;
		6: dot = 64'b0000000000000000001111000011110000111100001111000000000000000000;
		7: dot = 64'b0000000000000000000000000011110000111100000000000000000000000000;
		8: dot = 64'b0000000000000000000000000000000000000000000000000000000000000000;
		default: dot = 64'b0000000000000000000000000000000000000000000000000000000000000000;
endcase
endmodule
module on_disp(	
	input logic [4:0] frame,
	output logic [63:0] dot 
	);
		always_comb
		case (frame)
		0: dot = 64'b1111111100000000000000000000000000000000000000000000000000000000;
		1: dot = 64'b1111111111111111000000000000000000000000000000000000000000000000;
		2: dot = 64'b1111111111111111111111110000000000000000000000000000000000000000;
		3: dot = 64'b1111111111111111111111111111111100000000000000000000000000000000;
		4: dot = 64'b1111111111111111111111111111111111111111000000000000000000000000;
		5: dot = 64'b1111111111111111111111111111111111111111111111110000000000000000;
		6: dot = 64'b1111111111111111111111111111111111111111111111111111111100000000;
		7: dot = 64'b1111111111111111111111111111111111111111111111111111111111111111;
		8: dot = 64'b1000000010000000100000001000000010000000100000001000000010000000; 
		9: dot = 64'b1100000011000000110000001100000011000000110000001100000011000000; 
		10: dot = 64'b1110000011100000111000001110000011100000111000001110000011100000; 
		11: dot = 64'b1111000011110000111100001111000011110000111100001111000011110000; 
		12: dot = 64'b1111100011111000111110001111100011111000111110001111100011111000; 
		13: dot = 64'b1111110011111100111111001111110011111100111111001111110011111100; 
		14: dot = 64'b1111111011111110111111101111111011111110111111101111111011111110; 
		15: dot = 64'b1111111111111111111111111111111111111111111111111111111111111111; 
		default: dot=64'b1111111111111111111111111111111111111111111111111111111111111111; 
	endcase
endmodule
module easteregg_disp(	input logic [4:0] frame,
	output logic [63:0] dot
	);
		always_comb
		case (frame)
		0:  dot = 64'b0000000000000000000000000000000000000000000000000000000010000000;	
		1: dot = 64'b0000000000000000000000000000000000000000000000001000000001000000;
		2: dot = 64'b0000000000000000000000000000000000000000100000000100000000100000;
		3: dot = 64'b0000000000000000000000000000000010000000010000000010000000010000;
		4: dot = 64'b0000000000000000000000001000000001000000001000000001000000001000;
		5: dot = 64'b0000000000000000100000000100000000100000000100000000100000000100;
		6: dot = 64'b0000000010000000010000000010000000010000000010000000010000000010;
		7:dot = 64'b1000000001000000001000000001000000001000000001000000001000000001;
		8: dot = 64'b0100000000100000000100000000100000000100000000100000000100000000;
		9: dot = 64'b0010000000010000000010000000010000000010000000010000000000000000;
		10: dot = 64'b0001000000001000000001000000001000000001000000000000000000000000;
		11: dot = 64'b0000100000000100000000100000000100000000000000000000000000000000;
		12: dot = 64'b0000010000000010000000010000000000000000000000000000000000000000;
		13: dot = 64'b0000001000000001000000000000000000000000000000000000000000000000;
		14: dot = 64'b0000000100000000000000000000000000000000000000000000000000000000;
		15: dot = 64'b0000000000000000000000000000000000000000000000000000000000000000;
		16: dot = 64'b0000000000000000000000000000000000000000000000000000000000000000;
		17: dot = 64'b0100001010100101111111111001100111111111011111100110011000011000;
		18: dot = 64'b0100001010100101111111111001100111111111011111100110011000011000;
		19: dot = 64'b0100001010100101111111111001100111111111011111100110011000011000;
		20: dot = 64'b0100001010100101111111111001100111111111011111100110011000011000;
		21: dot = 64'b0000010001000110011011100110111101111111111111111111111111111111;
		22: dot = 64'b0000000000000100011011100110111101111111111111111111111111111111;
		23: dot = 64'b0000000000000000000011000110111001111111111111111111111111111111;
		24: dot = 64'b0000000000000100011011100110111101111111111111111111111111111111;
		25: dot = 64'b0000010001000110011011100110111101111111111111111111111111111111;
		26: dot = 64'b0000000000000100011011100110111101111111111111111111111111111111;
		27: dot = 64'b0000000000000000000011000110111001111111111111111111111111111111;
		28: dot = 64'b0100011001100111011011111111111111111111111111111111111111111111;
		29: dot = 64'b0100011011111111111111111111111111111111111111111111111111111111;
		30: dot = 64'b1111111111111111111111111111111111111111111111111111111111111111;
		default: dot = 64'b1111111111111111111111111111111111111111111111111111111111111111;
	endcase
endmodule
==> impl_results.html <==
<h2>Synthesis and place &amp; route</h2>
<table>
<tr><th>Metric</th><th>Value</th></tr>
<tr><th colspan="2">Global route</th></tr>
<tr><td>Via count of the first global-routing pass</td><td>4754</td></tr>
<tr><td>Wire length of the first global-routing pass</td><td>27010 um</td></tr>
<tr><td>Total Routing Usage GR</td><td>0.4367</td></tr>
<tr><td>Number of antenna violations at the first check in global routing</td><td>0</td></tr>
<tr><td>Overflow after GRT</td><td>0</td></tr>
<tr><td>Maximum number of pins on one net before global-route repair</td><td>30</td></tr>
<tr><th colspan="2">Power and ir drop</th></tr>
<tr><td>Proportion of total power due to net switching</td><td>0.2879</td></tr>
<tr><td>Tot Pwr</td><td>just over 0.7 mW</td></tr>
<tr><td>Power Density</td><td>roughly 160 nW/um^2</td></tr>
<tr><td>Pint</td><td>between 0.5 and 0.6 mW</td></tr>
<tr><td>Sequential power share</td><td>0.425</td></tr>
<tr><td>Power share of the clock group</td><td>0.408</td></tr>
<tr><td>Worst ir drop on vdd</td><td>roughly 110 uV</td></tr>
<tr><td>Sw power</td><td>0.2045 mW</td></tr>
<tr><td>P_leak</td><td>~1.6 nW</td></tr>
<tr><td>Part of the total power dissipated in combinational logic</td><td>0.167</td></tr>
<tr><th colspan="2">Critical path</th></tr>
<tr><td>Worst path most repeated cell</td><td>sky130_fd_sc_hd__clkdlybuf4s50_1</td></tr>
<tr><td>Maximum fanout count along the critical path</td><td>23</td></tr>
<tr><td>Ordered list of cells on the worst path</td><td>clkdlybuf4s50_1 &gt; buf_4 &gt; or2_2 &gt; o21ai_0 &gt; or3_1 &gt; nor4_2 &gt; clkdlybuf4s50_1</td></tr>
<tr><td>Worst path arrival time</td><td>between 3 and 4 ns</td></tr>
<tr><td>Critical path launch point type</td><td>primary input</td></tr>
<tr><td>Setup slack of the most critical reg-to-reg path</td><td>2.24 ns</td></tr>
<tr><td>Data required, critical path</td><td>around 3.8 ns</td></tr>
<tr><td>Worst setup path category</td><td>in2out</td></tr>
<tr><td>Worst path max stage delay</td><td>between 0.6 and 0.7 ns</td></tr>
<tr><td>Capturing element type of the critical path</td><td>output pin</td></tr>
<tr><td>Slowest CP cell</td><td>sky130_fd_sc_hd__clkdlybuf4s50_1</td></tr>
<tr><th colspan="2">Final layout</th></tr>
<tr><td>Register area</td><td>700.7 um^2</td></tr>
<tr><td>Proportion of layout cells with a drive suffix above 1</td><td>0.1484</td></tr>
<tr><td>Area used by multi-input combinational logic</td><td>approximately 3000 um^2</td></tr>
<tr><td>Area Growth Syn to Fin</td><td>12.03%</td></tr>
<tr><td>FILL cells</td><td>a little over 700</td></tr>
<tr><th colspan="2">Die</th></tr>
<tr><td>Top-level port count</td><td>22</td></tr>
<tr><td>Init Core Util</td><td>0.5182</td></tr>
<tr><td>Core Footprint</td><td>roughly 7800 um^2</td></tr>
<tr><td>Die span in x</td><td>91.73 um</td></tr>
<tr><td>Die height</td><td>91.73 um</td></tr>
<tr><td>Std-Cell Rows</td><td>32</td></tr>
<tr><td>Die ar.</td><td>approximately 8400 um^2</td></tr>
<tr><th colspan="2">Clock tree</th></tr>
<tr><td>Number of buffers on the longest clock path</td><td>2</td></tr>
<tr><td>Sinks on the clock net</td><td>35</td></tr>
<tr><td>Number of buffers added by the clock tree synthesis step</td><td>5</td></tr>
<tr><td>TritonCTS clock tree</td><td>built</td></tr>
<tr><td>Hold buffer count at cts</td><td>0</td></tr>
<tr><td>Reg clk slew, reported paths</td><td>0.08 ns</td></tr>
<tr><td>Clk Latency, worst-skew pair</td><td>~0.30 ns</td></tr>
<tr><td>Clock root buffer</td><td>sky130_fd_sc_hd__clkbuf_8</td></tr>
<tr><td>Depth of the CTS H-tree</td><td>2</td></tr>
<tr><th colspan="2">Min path</th></tr>
<tr><td>Type of the most critical hold path</td><td>reg2reg</td></tr>
<tr><th colspan="2">STA</th></tr>
<tr><td>Final setup slack of the worst path</td><td>slightly below 0.1 ns</td></tr>
<tr><td>Worst hold-check slack</td><td>roughly 0.47 ns</td></tr>
<tr><td>Worst rel slew slack</td><td>0.3438</td></tr>
<tr><td>Worst Max-Slew Pin Slew</td><td>~1 ns</td></tr>
<tr><td>Fraction of the cycle the final worst path needs</td><td>0.9793</td></tr>
<tr><td>Setup violation total in the final timing report</td><td>0</td></tr>
<tr><td>Clock skew</td><td>0.01072 ns</td></tr>
<tr><td>Final hold violation count</td><td>0</td></tr>
<tr><td>Total Neg Setup Slack</td><td>0 ns</td></tr>
<tr><td>Final count of pins violating max slew</td><td>0</td></tr>
<tr><td>RSZ-0062 raised after global routing</td><td>no</td></tr>
<tr><td>Minimum clock period</td><td>between 4 and 5 ns</td></tr>
<tr><td>Fmax</td><td>between 200 and 250 MHz</td></tr>
<tr><th colspan="2">Drt</th></tr>
<tr><td>Total inserted antenna cells</td><td>0</td></tr>
<tr><td>1st-pass router iterations</td><td>7</td></tr>
<tr><td>Post-detailed-routing wire length</td><td>between 15000 and 20000 um</td></tr>
<tr><td>Remaining routing DRC violations</td><td>0</td></tr>
<tr><td>Vias</td><td>between 5000 and 6000</td></tr>
<tr><td>DRC marker count from the first detailed-route iteration</td><td>approximately 800</td></tr>
<tr><td>Antenna-violating nets left</td><td>0</td></tr>
<tr><td>Per-cell via count in the routed design</td><td>7.203</td></tr>
<tr><td>Drt wl/cell</td><td>~25 um</td></tr>
<tr><th colspan="2">Place</th></tr>
<tr><td>Gpl congestion</td><td>1.278</td></tr>
<tr><td>Quantity of I/O buffers inserted on ports</td><td>21</td></tr>
<tr><td>Half-perimeter wire length after detailed placement</td><td>12110 um</td></tr>
<tr><td>Worst slack at placement</td><td>about 0.17 ns</td></tr>
<tr><th colspan="2">Run</th></tr>
<tr><td>Max capacitance violation total</td><td>0</td></tr>
<tr><td>Stage-log warning count</td><td>29</td></tr>
<tr><th colspan="2">Synth</th></tr>
<tr><td>Async set-or-reset flop fraction in the synthesized netlist</td><td>0</td></tr>
<tr><td>Yosys warning total</td><td>9</td></tr>
<tr><td>Sequential area share after synthesis</td><td>0.1741</td></tr>
<tr><td>Most common flop cell mapped by yosys</td><td>sky130_fd_sc_hd__dfxtp_1</td></tr>
<tr><td>Yosys xor share</td><td>0.05005</td></tr>
<tr><td>Dominant comb cell</td><td>AND-OR/OR-AND gates</td></tr>
<tr><td>Post-Syn Area per Cell</td><td>just over 7 um^2</td></tr>
<tr><td>Total cells reported by yosys after synthesis</td><td>around 570</td></tr>
<tr><td>Post-synth mux share</td><td>0.007771</td></tr>
<tr><td>Post-Syn Instances</td><td>~570</td></tr>
<tr><td>Post-synth design cell area</td><td>4025 um^2</td></tr>
<tr><td>Count of library flops with an enable pin</td><td>0</td></tr>
<tr><td>Yosys chip area</td><td>4025 um^2</td></tr>
<tr><td>Post-Synth AOI/OAI Area</td><td>0.3351</td></tr>
<tr><td>Synth Area in Simple Gates</td><td>0.3314</td></tr>
<tr><td>Area fraction in full adders, half adders and majority gates</td><td>0.01554</td></tr>
<tr><td>Synthesis-stage register bit count</td><td>35</td></tr>
<tr><td>Count of different cell masters after synthesis</td><td>83</td></tr>
<tr><th colspan="2">Outcome</th></tr>
<tr><td>Run status</td><td>finished, final reports clean</td></tr>
</table>
per-layer routing:
| metal | routed length, um | track usage | vias up |
|---|---|---|---|
| met5 | 0 | 0.06410 | - |
| met4 | 1581 | 0.2643 | 0 |
| met3 | 2610 | 0.1730 | 168 |
| met2 | 6935 | 0.6197 | 466 |
| met1 | 6305 | 0.5553 | 2212 |
| li1 | - | - | 2160 |
cells in the mapped netlist, types with 3 or more instances:
library cell                number  share of area
sky130_fd_sc_hd__inv_1          13          0.012
sky130_fd_sc_hd__a31oi_1        14          0.022
sky130_fd_sc_hd__or2_2           4         0.0062
sky130_fd_sc_hd__or4b_1          3         0.0075
sky130_fd_sc_hd__and3_1          4         0.0062
sky130_fd_sc_hd__buf_6           9          0.025
sky130_fd_sc_hd__nor4_1          6         0.0093
sky130_fd_sc_hd__or3_1          10          0.016
sky130_fd_sc_hd__nand2_1        37          0.035
sky130_fd_sc_hd__o21ai_0        53          0.066
sky130_fd_sc_hd__nand4_1         9          0.014
sky130_fd_sc_hd__and2_1          9          0.014
sky130_fd_sc_hd__a221oi_1        4         0.0087
sky130_fd_sc_hd__o2111ai_1       3         0.0065
sky130_fd_sc_hd__nor3_2          3         0.0075
sky130_fd_sc_hd__a21oi_2         4         0.0087
sky130_fd_sc_hd__o21a_1          5         0.0093
sky130_fd_sc_hd__xor2_1         16          0.035
sky130_fd_sc_hd__nand3_1        28          0.035
sky130_fd_sc_hd__xnor2_1         7          0.015
sky130_fd_sc_hd__a21oi_1        52          0.065
sky130_fd_sc_hd__nand4b_1        3         0.0065
sky130_fd_sc_hd__a21o_1          4         0.0075
sky130_fd_sc_hd__a211oi_1        9          0.017
sky130_fd_sc_hd__nor2b_1        10          0.016
sky130_fd_sc_hd__ha_1            5          0.016
sky130_fd_sc_hd__a311oi_1        3         0.0065
sky130_fd_sc_hd__nand2b_1        9          0.014
sky130_fd_sc_hd__clkbuf_1       14          0.013
sky130_fd_sc_hd__buf_1           6         0.0056
sky130_fd_sc_hd__o211ai_1       13          0.024
sky130_fd_sc_hd__o31ai_1         3         0.0056
sky130_fd_sc_hd__dfxtp_1        35           0.17
sky130_fd_sc_hd__buf_2          13          0.016
sky130_fd_sc_hd__a32oi_1         4         0.0087
sky130_fd_sc_hd__buf_4           5         0.0093
sky130_fd_sc_hd__nor2_1         64          0.060
sky130_fd_sc_hd__a211o_1         3         0.0065
sky130_fd_sc_hd__nor3_1         12          0.015
sky130_fd_sc_hd__o21ai_1         3         0.0037
sky130_fd_sc_hd__and4_1          4         0.0087
logic make-up (layout without fill, tap and decap cells):
family / after synthesis / count (layout)
xor gates and xnor gates: 23 / 23
and+or+nand+nor: 236 / 236
adders and majority gates: 5 / 5
buffers and inverters: 64 / 85
AOI/OAI and AO/OA: 206 / 206
muxes: 3 / 3
DFF: 35 / 35
critical path: cells and delay by family:
kind                   cells  cell delay, ns
buffers and inverters      3            1.50
and+or+nand+nor            3            1.03
AOI/OAI and AO/OA          1            0.18
area by class of cell:
| class | count | share of cell area |
|---|---|---|
| clock buffers | 5 | 0.01526 |
| clock inverters | 3 | 0.01054 |
| inverters | 16 | 0.01387 |
| multi-input cells | 473 | 0.6634 |
| flip-flops and latches | 35 | 0.1554 |
| well taps | 102 | 0.02830 |
| repair buffers | 61 | 0.1132 |
placed cells by master, fill, tap and decap left out, drive strengths merged, types with 10 or more instances in the layout:
| cell type | instances |
|---|---|
| nand3 | 28 |
| nor2b | 10 |
| inv | 17 |
| a31oi | 15 |
| a211oi | 10 |
| nor3 | 17 |
| xor2 | 16 |
| clkdlybuf4s50 | 21 |
| dfxtp | 35 |
| o211ai | 13 |
| o21ai | 58 |
| or3 | 10 |
| buf | 40 |
| nor2 | 66 |
| nand2 | 37 |
| a21oi | 56 |
stage by stage:
step	instance area (um^2)	instances	utilization
after floorplan	4025	572	-
after global placement	4379	687	0.5638
after detailed placement	4379	687	0.5638
after CTS	4496	695	0.5788
after global routing	4509	695	0.5805
final	4509	695	0.5805
final timing paths:
| check | from | endpoint | cells past startpoint |
|---|---|---|---|
| max reg2reg | counter[15]$_SDFF_PP0_ | counter[27]$_SDFF_PP0_ | 6 |
| max | enab | eyes | 7 |
| min reg2reg | counter[0]$_SDFF_PP0_ | counter[0]$_SDFF_PP0_ | 1 |
| min | counter[0]$_SDFF_PP0_ | counter[0]$_SDFF_PP0_ | 1 |
registers in the layout (all words and copies together) (netlist names):
name	flops
f.state	1
rf.sa	3
rf.sb	3
counter	28
repair_timing:
item / in CTS / in global routing
buffers inserted: 0 / 0
endpoints found under the setup margin: 0 / 5
resized: 0 / 6
power groups by stage:
stage,Combinational (mW),Clock (mW),Sequential (mW)
CTS,0.110,0.293,0.302
global route,0.126,0.307,0.302
finish,0.119,0.290,0.302
Power is estimated from default activity; no workload was simulated.
